==> flow/run.sh <==
#!/bin/bash
# OpenROAD 26Q1-2900-gdf79404cd8, Yosys 0.63+post, stock flow scripts
make -C /OpenROAD-flow-scripts/flow DESIGN_CONFIG=/design/flow/config.mk WORK_HOME=/design/flow/orfs finish
==> flow/config.mk <==
export PLATFORM = sky130hd
export DESIGN_NAME = vga
export DESIGN_NICKNAME = vga
export VERILOG_FILES = /design/flow/design.v
export SDC_FILE = /design/flow/constraint.sdc
export NUM_CORES = 4
export LEC_CHECK = 1
export CORE_UTILIZATION = 30
==> flow/constraint.sdc <==
current_design vga

set clk_period 6.2
set clk_io_pct 0.2

create_clock -name clk0 -period $clk_period [get_ports {pixel_clk}]

set non_clock_inputs [all_inputs -no_clocks]
set_input_delay [expr $clk_period * $clk_io_pct] -clock clk0 $non_clock_inputs
set_output_delay [expr $clk_period * $clk_io_pct] -clock clk0 [all_outputs]
==> flow/design.v <==
module vga(pixel_clk, button, vga_hsync, vga_vsync, vga_red, vga_green, vga_blue);
	parameter H_ACTIVE = 640;
	parameter H_FRONT = 32;
	parameter H_PULSE = 48;
	parameter H_BACK = 112;
	parameter V_ACTIVE = 480;
	parameter V_FRONT = 1;
	parameter V_PULSE = 3;
	parameter V_BACK = 25;
	input pixel_clk;
	input [6:3] button;
	output vga_hsync;
	output vga_vsync; 
	output [2:0] vga_red;
	output [2:0] vga_green;
	output [1:0] vga_blue;
	reg [9:0] h_count;
	reg [9:0] v_count;
	reg [9:0] h_shift;
	reg [9:0] v_shift;
	reg [19:0] frame;
	wire [9:0] limit;
	wire [9:0] muncher;
	always @(posedge pixel_clk)
	begin
		if (h_count < H_ACTIVE + H_FRONT + H_PULSE + H_BACK - 1)
			h_count <= h_count + 1;
		else
		begin
			h_count <= 0;
			if (v_count < V_ACTIVE + V_FRONT + V_PULSE + V_BACK - 1)
				v_count <= v_count + 1;
			else
				v_count <= 0;
				frame <= frame  + 1;
		end
	end
	always @(posedge frame[8])
	begin
		if(button[3])  
			v_shift = v_shift - 1;
		if(button[4])  
			h_shift = h_shift + 1;
		if(button[5])  
			v_shift = v_shift + 1;
		if(button[6])  
			h_shift = h_shift - 1;
	end
	assign vga_hsync = h_count > H_ACTIVE + H_FRONT && h_count < H_ACTIVE + H_FRONT + H_PULSE;
	assign vga_vsync = v_count > V_ACTIVE + V_FRONT && v_count < V_ACTIVE + V_FRONT + V_PULSE;
	assign limit = frame[19] ? frame[18:9] : ~frame[18:9];
	assign muncher = ((h_count+h_shift) ^ (v_count+v_shift)) < limit ? (h_count+h_shift) ^ (v_count+v_shift) : 9'b0;
	assign vga_red = h_count < H_ACTIVE && v_count < V_ACTIVE ? muncher[8:6] : 3'b0;
	assign vga_green = h_count < H_ACTIVE && v_count < V_ACTIVE ? muncher[5:3] : 3'b0;
	assign vga_blue = h_count < H_ACTIVE && v_count < V_ACTIVE ? muncher[2:1] : 2'b0;
endmodule
module add3(in, out);
	input [3:0] in;
	output reg [3:0] out;
	always @ (in)
		case (in)
			4'b0000: out <= 4'b0000;
			4'b0001: out <= 4'b0001;
			4'b0010: out <= 4'b0010;
			4'b0011: out <= 4'b0011;
			4'b0100: out <= 4'b0100;
			4'b0101: out <= 4'b1000;
			4'b0110: out <= 4'b1001;
			4'b0111: out <= 4'b1010;
			4'b1000: out <= 4'b1011;
			4'b1001: out <= 4'b1100;
			default: out <= 4'bXXXX;
		endcase
endmodule
==> Table 3: Implementation characteristics <==
Summary of implementation characteristics

Parameter                              Value

STA
  Minimum period implied by the final worst setup slack .................. roughly 5.5 ns
  Total negative setup slack .................. 0 ns
  Fmax .................. 183 MHz
  Measured slew at the worst slew-check pin .................. approximately 0.82 ns
  Register pins left without a clock .................. 20
  Slew headroom .................. 45.4%
  Unrepaired setup endpoints after global routing .................. no
  Final setup slack of the worst path .................. 0.738 ns
  Final cycle utilization of the critical path .................. 88.1%
  Endpoints left unconstrained .................. 20
  Hold Violations, Final .................. 0
  Clk_skew .................. 0.00676 ns
  Final Max Slew Viols .................. 0
  Final setup viols .................. 0

Detailed routing
  Number of design-rule violations left by the first detailed-router iteration .................. 190
  Diode count .................. 0
  Count of nets left with antenna violations after detail routing .................. 0
  Final routed wire length divided by cell count .................. 13.0 um
  Via count .................. 3283
  Routed Wire Length .................. 8640 um
  Number of iterations in the first detailed-routing pass .................. 4
  Vias/cell .................. approximately 5
  Remaining design rule violation count .................. 0

Die
  Vertical die dimension .................. about 120 um
  FP Util .................. 30.6%
  Row count .................. 44
  Die outline area .................. 0.0153 mm^2
  I/O pin count .................. 15
  Die outline width .................. around 120 um
  Floorplan core area .................. 0.0145 mm^2

Run status
  Outcome .................. complete, no violations

Clocking
  H-tree depth .................. 2
  Post-CTS Setup Inserts .................. 0
  Clock-pin slew on the worst setup and hold paths .................. ~0.06 ns
  Quantity of gates resized following cts .................. 0
  Root buffer selected by CTS .................. sky130_fd_sc_hd__clkbuf_16
  # hold bufs at CTS .................. 0
  Later-pin clock latency in the skew report .................. between 0.2 and 0.3 ns
  CTS tree .................. done
  Deepest clock path buffer count .................. 2
  CTS Buf Count .................. 5

Logic synthesis
  Number of register bits inferred by synthesis .................. 60
  Most common cell in the netlist .................. sky130_fd_sc_hd__xnor2_1
  Yosys synthesis chip area .................. about 0.0044 mm^2
  Async set-reset flop share out of synthesis .................. 0%
  Count of library flops with an enable pin .................. 30
  Yosys top cell area share .................. between 20% and 30%
  Gate count after technology mapping .................. 471
  Largest cells by area after synthesis .................. sky130_fd_sc_hd__edfxtp_1 20%, sky130_fd_sc_hd__dfxtp_1 14%, sky130_fd_sc_hd__xnor2_1 12%, sky130_fd_sc_hd__ha_1 10%, sky130_fd_sc_hd__xor2_1 6.5%
  Count of yosys warnings during synthesis .................. 1
  Count of instantiated cells in the yosys netlist .................. 471
  Distinct cells, synth .................. roughly 60
  Synthesized area divided by synthesized cell count .................. 9.41 um^2
  Commonest cells post-synth .................. 61 x sky130_fd_sc_hd__xnor2_1, 39 x sky130_fd_sc_hd__nor2_1, 37 x sky130_fd_sc_hd__ha_1, 33 x sky130_fd_sc_hd__xor2_1
  Synthesized cell area .................. between 0.004 and 0.005 mm^2
  Flip-flop cell with the highest count after synthesis .................. sky130_fd_sc_hd__edfxtp_1
  Post-synthesis cell type with the largest combined area .................. sky130_fd_sc_hd__edfxtp_1
  Sequential fraction of the synthesis area .................. around a third

Setup path
  Path type of the worst setup path .................. flop to output port
  CP cell instances .................. ha_1, inv_1, fa_1, nor2b_1, o21ba_2, o21ai_0, a211oi_1, xnor2_1, inv_1, ha_1, and4_1, nand4_1, o2111ai_1, nor2b_1, clkdlybuf4s50_1
  Delay contributed by the slowest stage of the critical path .................. 0.69 ns
  Largest fanout of any net on the critical path .................. 8
  Crit end category .................. output port
  Launching element type of the critical path .................. flop
  Critical path data arrival time .................. 4.22 ns
  CP max stage cell .................. sky130_fd_sc_hd__o2111ai_1
  Data required time at the worst endpoint .................. 4.96 ns

Placement
  Worst-case setup slack after placement .................. around 1.1 ns
  Placement-stage cell area .................. 0.00476 mm^2
  Final weighted congestion in routability-driven placement .................. around 0.85
  Port Buf Inserts .................. 14
  DP HPWL .................. 6610 um

Pwr
  Total power .................. 602 uW
  Net Sw Frac .................. 19.8%
  Sequential fraction of design power .................. 47.2%
  LEAKAGE .................. 0.00191 uW
  Cell internal power dissipation .................. approximately 480 uW
  Worst supply voltage drop on vdd .................. 99.7 uV
  Power per standard cell area .................. roughly 120 mW/mm^2
  Clock network fraction of design power .................. 50.5%
  Part of the total power dissipated in combinational logic .................. 2.3%
  Sw Pwr .................. 119 uW

Hold path
  Tightest Hold Check Type .................. flop to flop

GRT
  Met3 usage .................. 1.22%
  GR Layer Usage met1 .................. 20.0%
  Largest net degree at the start of global routing .................. 39
  Total routing usage reported by global routing .................. 12.7%
  Global-route wire length before repair .................. 15000 um
  Initial antenna violation count .................. 0
  Number of global-route vias before repair .................. 3093
  Total global routing overflow .................. 0
  GRT busiest layer .................. met2
  Grt met2 use .................. around 20%

Final layout
  Ratio of cells with drive above 1 in the final layout .................. under 10%
  Storage element area .................. 0.00150 mm^2
  Area of the multi-input gates .................. roughly 0.0028 mm^2
  Fillcell total .................. 1443
  Layout Utilization .................. approximately 34%
  Layout overhead on the synthesized area .................. 11.1%
  Post-layout instance area .................. 0.00493 mm^2

Run
  Warning total across the stage logs .................. 28
  Max Cap Viol .................. 0
-- per-layer routing --
| metal | wire [um] | vias to the layer above |
|---|---|---|
| met3 | 181 | 7 |
| met5 | 0 | - |
| met1 | 4520 | 1538 |
| li1 | - | 1710 |
| met4 | 67 | 0 |
| met2 | 3870 | 28 |
-- path summary, 6_finish.rpt --
check / startpoint / slack [ns] / depth (start not counted) / end
max: h_count[0]$_SDFF_PP0_ / 0.74 / 15 / vga_blue[0]
min: h_count[0]$_SDFF_PP0_ / 0.51 / 1 / h_count[0]$_SDFF_PP0_
max reg2reg: frame[8]$_DFFE_PP_ / 4.06 / 5 / frame[19]$_DFFE_PP_
min reg2reg: h_count[0]$_SDFF_PP0_ / 0.51 / 1 / h_count[0]$_SDFF_PP0_
-- cell type report --
cell class | count | share of cell area, %
clock buffer | 5 | 2.54
inverter | 15 | 1.14
clock inverter | 3 | 0.940
multi-input combinational | 384 | 57.2
timing repair buffer | 15 | 3.00
tap | 184 | 4.67
sequential | 60 | 30.5
-- state kept, by name (all words and copies together), names as in the netlist --
name     count
h_count     10
frame       20
h_shift     10
v_count     10
v_shift     10
-- critical path, delay by kind of cell, from the launching register on --
family | cells | cell delay [ns]
AND-OR/OR-AND | 4 | 1.22
adder cells (fa/ha/maj) | 3 | 0.89
AND/OR/NAND/NOR | 4 | 0.64
buffers and inverters | 3 | 0.57
flip-flops | 1 | 0.42
XOR/XNOR | 1 | 0.21
-- layout by cell type (no fill, tap or decap), types with 3 or more instances in the layout --
master	synthesis	layout
sky130_fd_sc_hd__o21a_1	4	4
sky130_fd_sc_hd__nor3_1	12	12
sky130_fd_sc_hd__nor2_1	39	39
sky130_fd_sc_hd__nand2b_1	5	5
sky130_fd_sc_hd__edfxtp_1	30	30
sky130_fd_sc_hd__ha_1	37	37
sky130_fd_sc_hd__mux2i_1	7	7
sky130_fd_sc_hd__xnor2_1	61	61
sky130_fd_sc_hd__dfxtp_1	30	30
sky130_fd_sc_hd__inv_1	15	15
sky130_fd_sc_hd__xor2_1	33	33
sky130_fd_sc_hd__and2_1	3	3
sky130_fd_sc_hd__nand3b_1	4	4
sky130_fd_sc_hd__clkdlybuf4s50_1	0	14
sky130_fd_sc_hd__nor2b_1	14	14
sky130_fd_sc_hd__clkbuf_16	0	5
sky130_fd_sc_hd__nand2_1	25	25
sky130_fd_sc_hd__nand4_1	10	10
sky130_fd_sc_hd__a31oi_1	9	9
sky130_fd_sc_hd__a21oi_1	20	20
sky130_fd_sc_hd__and4_1	4	4
sky130_fd_sc_hd__nand3_1	21	21
sky130_fd_sc_hd__o21ai_0	18	18
sky130_fd_sc_hd__a21o_1	4	4
sky130_fd_sc_hd__and3_1	8	8
-- power groups by stage --
stage | logic (uW) | registers, uW | clock network [uW]
after CTS | 13.9 | 284 | 312
after global routing | 15.8 | 284 | 322
final | 13.8 | 284 | 304
-- cell families (layout without fill, tap and decap cells) --
logic type	after synthesis	count (layout)	share of synthesized area, %
DFF	60	60	33.9
buffers and inverters	27	38	2.51
muxes	8	8	1.83
other	1	1	0.0846
AOI/OAI and AO/OA	75	75	11.0
adders and majority gates	39	39	11.3
and+or+nand+nor	167	167	20.8
xor gates and xnor gates	94	94	18.6
-- metrics by stage --
stage          std cells  hold slack (ns)
2_1_floorplan        471            0.452
4_1_cts              666            0.509
6_report             666            0.512
5_1_grt              666            0.545
3_5_place_dp         658            0.478
3_3_place_gp         658            0.472
Power is estimated from default activity; no workload was simulated.
